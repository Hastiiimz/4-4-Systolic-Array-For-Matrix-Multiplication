--- design.v ---
module FIFO #(
  parameter WIDTH  = 8,
  parameter HEIGHT = 8
) (
  input  wire             clk     ,
  input  wire             rst     ,
  input  wire [WIDTH-1:0] data_in ,
  input  wire             push    ,
  input  wire             pop     ,
  output wire [WIDTH-1:0] data_out,  
  output wire             full    ,
  output wire             empty
);
  reg [WIDTH-1:0] arr [0:HEIGHT];
  int             head, tail;
  always @(posedge clk or posedge rst) begin
    if (rst) begin
      head = 0;
      tail = 0;
    end else begin
      if (push && !full) begin
        arr[tail] = data_in;
        tail      = tail == HEIGHT ? 0 : tail+1;
      end 
      if (pop && !empty) begin
        head = head == HEIGHT ? 0 : head+1;
      end
    end
  end
  assign empty    = head == tail;
  assign full     = head == 0 ? tail == HEIGHT : (head - tail) == 1;
  assign data_out = arr[head];
endmodule
--- run.sh ---
#!/bin/bash
# OpenROAD 26Q1-2900-gdf79404cd8, Yosys 0.63+post, stock flow scripts
make -C /OpenROAD-flow-scripts/flow DESIGN_CONFIG=/design/flow/config.mk WORK_HOME=/design/flow/orfs finish
--- config.mk ---
export PLATFORM = sky130hd
export DESIGN_NAME = FIFO
export DESIGN_NICKNAME = FIFO
export VERILOG_FILES = /design/flow/design.v
export SDC_FILE = /design/flow/constraint.sdc
export NUM_CORES = 4
export LEC_CHECK = 1
export CORE_UTILIZATION = 50
export SYNTH_HDL_FRONTEND = slang
--- constraint.sdc ---
current_design FIFO

set clk_period 10.9
set clk_io_pct 0.2

create_clock -name clk0 -period $clk_period [get_ports {clk}]

set non_clock_inputs [all_inputs -no_clocks]
set_input_delay [expr $clk_period * $clk_io_pct] -clock clk0 $non_clock_inputs
set_output_delay [expr $clk_period * $clk_io_pct] -clock clk0 [all_outputs]
==> results_slide.txt <==
Implementation Results

Drt
  • Residual DRC count: 0
  • Ant diodes: 0
  • Wire length per cell: about 20 um
  • DR pass1 iterations: 5
  • 1st-iter DRT viols: approximately 440
  • Final wirelength: ~21,000 um
  • Via density: 6.03
  • DR vias: 6,221
  • Post-route ant nets: 0

Timing
  • Setup TNS: 0 ns
  • Hold Fails Final Rpt: 0
  • Final Setup Violations: 0
  • Clock Skews: between 0.015 and 0.02 ns
  • Min Clock Period, post-route: around 6.7 ns
  • Max-slew violation count: 0
  • Relative slew slack: a little over two fifths
  • Highest clock rate: roughly 0.15 GHz
  • Worst-margin pin slew: a little under 0.9 ns
  • RSZ-0062 raised after global routing: false
  • Cycle use final: roughly 60%

CTS
  • Post-CTS resize count: 0
  • Root Driver: clkbuf_16
  • CTS Sinks: between 100 and 150
  • CTS buffer count: 17
  • CTS tree: yes
  • Clock tree buffer depth: 2
  • # hold bufs at CTS: 0
  • H-tree levels: 4
  • Latency at later pin: between 0.4 and 0.5 ns
  • Post-CTS setup repair buffer count: 0
  • Clk slew on worst S/H paths: roughly 0.060 ns

Floorplan
  • Chip area: approximately 17,000 um^2
  • Placeable Area: roughly 16,000 um^2
  • Std cell rows: between 40 and 50
  • Die W: roughly 130 um
  • Die span in y: 130 um
  • # IOs: 22
  • FP Core Util: between 50% and 60%

Job
  • Tool Warnings: 29
  • Max-cap violations: 0

Synth
  • Synth top area share: around a quarter
  • EDFF count, synth: between 70 and 80
  • Sequential share of the synthesized area: ~46%
  • Ys Warns: 0
  • Ys async rst share: 47.1%
  • Cell area after synthesis: slightly above 8000 um^2
  • Cell taking the most area after synthesis: edfxtp_1
  • Ranking of synthesized cells by area: edfxtp_1 26%, dfrtp_1 20%, xnor2_1 5.9%
  • Top FF cell, synth: edfxtp_1
  • Flops after synth: between 100 and 150
  • Syn avg cell area: approximately 10 um^2
  • Synth top cells by count: 72 x edfxtp_1, 64 x dfrtp_1, 62 x nand2_1
  • Mapped Cells: around 780
  • Count leader, synth: edfxtp_1
  • Ys cells: 783
  • Yosys Chip Area: 8170 um^2
  • Yosys cell types: approximately 70

Global route
  • Pin count of the biggest net entering global routing: 40
  • Initial antenna violation count: 1
  • Vias in the first global route: just over 6,000
  • Total congestion overflow: 0
  • GRT Total Usage: about 28%
  • First-pass GRT wire length: 33,200 um

Power
  • Power after layout: ~1.6 mW
  • Cell Pwr Density: ~180 nW/um^2
  • Leak: around 3.7 nW
  • Peak supply drop: about 0.13 mV

Setup path
  • R2r setup slk: around 6.1 ns
  • Worst EP arrival: 4.53 ns
  • R2R Path Start: tail[0]
  • Crit path to: full
  • Max incr delay on CP: roughly 0.77 ns
  • Setup CP Type: reg2out
  • CP endpoint kind: output port
  • Cell Chain, Critical Path: ha_1, fa_1, nand2b_1, a21oi_1, o21ai_0, a311oi_1, nor3b_1, o21ai_0, xnor2_1, nor4_2, nand3_1, nand2_1, clkdlybuf4s50_1
  • RR Endpoint: arr[12]
  • Worst-path fanout max: 5
  • CP startpoint kind: flip-flop
  • Slowest cell on crit path: a311oi_1
  • Req. time, crit path: a little under 9 ns
  • Setup crit start: tail[0]
  • Reg2Reg Depth: 15
  • Most common cell on crit path: o21ai_0

Cells and area
  • Area delta synth->final: 12.8%
  • Share of cells above drive strength 1: between 9 and 10%

Place
  • Hpwl dp: ~15,000 um
  • RD Place Congestion: a little under 1
  • I/O Buffers: 21

Min path
  • Hold depth: 1
  • Hold Path Class: reg2reg

Run status
  • Status: completed
layer usage:
layer  wire, um  GRT usage, %  part of all wire, %
met4        323          3.90                  1.5
met2       9020          38.4                   43
met3       1680          9.65                  8.0
met1       9920          45.7                   47
met5          0             0                    0
critical path: cells and delay by family (launching register included):
kind / cells / cell delay [ns]
buffers and inverters: 1 / 0.49
xor gates and xnor gates: 1 / 0.11
adders and majority gates: 2 / 0.63
and+or+nand+nor: 5 / 0.89
AOI/OAI and AO/OA: 4 / 1.58
DFF: 1 / 0.44
power by group:
part           internal [mW]  switching (mW)
registers              0.564          0.0417
clock network          0.351           0.245
logic                  0.188           0.237
total                   1.10           0.524
per-stage QoR:
| stage | worst slack (ns) | area (um^2) | util [%] | hold slack (ns) | cells |
|---|---|---|---|---|---|
| floorplan | 4.92 | 8170 | - | 0.467 | 783 |
| global placement | 4.65 | 8590 | 53.9 | 0.492 | 1000 |
| detailed placement | 4.78 | 8590 | 53.9 | 0.495 | 1000 |
| CTS | 4.30 | 9220 | 57.8 | 0.507 | 1032 |
| global route | 3.95 | 9220 | 57.8 | 0.517 | 1032 |
| finish | 4.19 | 9220 | 57.8 | 0.503 | 1032 |
sequential cells by signal, indices dropped and copies added (netlist names):
signal  flops
arr        72
head       32
tail       32
how the worst min path moves through the flow:
stage                    start  endpoint  slack (ns)
after CTS             tail[10]  tail[10]        0.51
after global routing  tail[10]  tail[10]        0.52
final                 tail[10]  tail[10]        0.50
layout by cell type, fill, tap and decap left out, types with 7 or more instances in the layout:
| cell type | synthesis | final |
|---|---|---|
| a21o_1 | 7 | 7 |
| a21oi_1 | 37 | 37 |
| and3_1 | 17 | 17 |
| and4_1 | 8 | 8 |
| buf_4 | 3 | 11 |
| clkbuf_16 | 0 | 17 |
| clkdlybuf4s50_1 | 0 | 21 |
| dfrtp_1 | 64 | 64 |
| edfxtp_1 | 72 | 72 |
| ha_1 | 37 | 37 |
| inv_1 | 46 | 45 |
| mux2i_1 | 13 | 13 |
| mux4_2 | 16 | 16 |
| nand2_1 | 62 | 62 |
| nand2b_1 | 11 | 11 |
| nand3_1 | 36 | 36 |
| nand4_1 | 32 | 32 |
| nor2_1 | 50 | 50 |
| nor3_1 | 17 | 17 |
| nor4_1 | 21 | 21 |
| o21a_1 | 15 | 15 |
| o21ai_0 | 36 | 36 |
| xnor2_1 | 55 | 55 |
| xor2_1 | 13 | 13 |
layout make-up:
type / instances / area [um^2]
clock inverters: 15 / 201
fillers: 1335 / 6730
well taps: 216 / 270
multi-input cells: 570 / 4090
repair buffers: 32 / 293
inverters: 46 / 173
flip-flops and latches: 136 / 3760
clock buffers: 17 / 425
cell families (layout without fill, tap and decap cells):
logic type	Yosys count	in the layout	synth area share [%]
compound gates	150	150	12.3
xor+xnor	68	68	7.29
fa+ha+maj	38	38	5.91
buf+inv	77	110	3.92
flops	136	136	46.1
mux	32	32	6.42
simple gates	282	282	18.1
No activity file was given, so power comes from the tool's default toggle rates.
