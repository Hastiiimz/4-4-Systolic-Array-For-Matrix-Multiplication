`flow/config.mk`:
```
export PLATFORM = sky130hd
export DESIGN_NAME = top
export DESIGN_NICKNAME = top
export VERILOG_FILES = /design/flow/design.v
export SDC_FILE = /design/flow/constraint.sdc
export NUM_CORES = 4
export LEC_CHECK = 1
export CORE_UTILIZATION = 40
export SYNTH_HDL_FRONTEND = slang
```
`flow/run.sh`:
```
#!/bin/bash
# OpenROAD 26Q1-2900-gdf79404cd8, Yosys 0.63+post, stock flow scripts
make -C /OpenROAD-flow-scripts/flow DESIGN_CONFIG=/design/flow/config.mk WORK_HOME=/design/flow/orfs finish
```
`flow/constraint.sdc`:
```
current_design top

set clk_period 6.2
set clk_io_pct 0.2

create_clock -name clk0 -period $clk_period [get_ports {clk}]

set non_clock_inputs [all_inputs -no_clocks]
set_input_delay [expr $clk_period * $clk_io_pct] -clock clk0 $non_clock_inputs
set_output_delay [expr $clk_period * $clk_io_pct] -clock clk0 [all_outputs]
```
`flow/design.v`:
```
module Activation (
  input  wire [7:0] data_in ,
  input  wire [7:0] thresh  ,
  output wire [7:0] data_out
);
  assign data_out = data_in < thresh ? 0 : data_in;
endmodule
module Array #(parameter N = 4) (
  input  wire       clk          ,
  input  wire       rst          ,
  input  wire       start        ,
  input  wire [7:0] a_in [0:N-1] ,
  input  wire [7:0] w_in [0:N-1] ,
  output wire [7:0] y_out [0:N-1],
  output wire       ready        ,
  output wire       done
);
  wire [ 7:0] mac_a_in   [0:N-1][0:N-1];
  wire [ 7:0] mac_w_in   [0:N-1][0:N-1];
  wire [23:0] mac_sum_in [0:N-1][0:N-1];
  wire [23:0] mac_sum_out[0:N-1][0:N-1];
  wire [ 7:0] mac_a_out  [0:N-1][0:N-1];
  wire [ 7:0] mac_w_out  [0:N-1][0:N-1];
  wire [7:0] quantization[0:N-1];
  wire [7:0] activation  [0:N-1];
  parameter IDLE         = 2'b00;
  parameter LOAD_WEIGHTS = 2'b01;
  parameter COMPUTE      = 2'b10;
  parameter DONE         = 2'b11;
  reg [ 1:0] state, next_state;
  reg [31:0] counter;
  always @(posedge clk or posedge rst) begin
    if (rst) begin
      state <= IDLE;
    end else begin
      state <= next_state;
    end
  end
  always @(*) begin
    case (state)
      IDLE : begin
        next_state <= start ? LOAD_WEIGHTS : IDLE;
      end
      LOAD_WEIGHTS : begin
        next_state <= counter == N-1 ? COMPUTE : LOAD_WEIGHTS;
      end
      COMPUTE : begin
        next_state <= counter == 4*N-1 ? DONE : COMPUTE;
      end
      DONE : begin
        next_state <= IDLE;
      end
      default : next_state <= IDLE;
    endcase
  end
  assign ready = state == IDLE;
  assign done  = state == DONE;
  always @(posedge clk or posedge rst) begin
    if (rst) begin
      counter <= 0;
    end else begin
      if (state == IDLE) begin
        counter <= 0;
      end else begin
        counter <= counter + 1;
      end
    end
  end
  generate
    for (genvar i = 0; i < N; i = i + 1) begin
      for (genvar j = 0; j < N; j = j + 1) begin
        MAC mac_i_j (
          .clk(clk),
          .rst(rst),
          .a_in(mac_a_in[i][j]),
          .w_in(mac_w_in[i][j]),
          .sum_in(mac_sum_in[i][j]),
          .sum_out(mac_sum_out[i][j]),
          .a_out(mac_a_out[i][j]),
          .w_out(mac_w_out[i][j])
        );
        if (j != N-1) begin
          assign mac_a_in[i][j+1] = mac_a_out[i][j];
        end
        if (i != N-1) begin
          assign mac_sum_in[i+1][j] = mac_sum_out[i][j];
        end
        if (i > 0)
          assign mac_w_in[i][j] = state == LOAD_WEIGHTS ? mac_w_out[i-1][j] : mac_w_out[i][j];
      end
      assign mac_sum_in[0][i] = 0;
      assign mac_a_in[i][0]   = a_in[i];
      assign mac_w_in[0][i]   = state == LOAD_WEIGHTS ? w_in[i] : mac_w_out[0][i];
    end
  endgenerate
  generate
    for (genvar i = 0; i < N; i = i + 1) begin
      Quantization quantization_i (
        .data_in(mac_sum_out[N-1][i]),
        .data_out(quantization[i])
      );
      Activation activation_i (
        .data_in (quantization[i]),
        .thresh  (10             ),
        .data_out(activation[i]  )
      );
      assign y_out[i] = activation[i];
    end
  endgenerate
endmodule
module MAC (
  input  wire        clk    ,
  input  wire        rst    ,
  input  wire [ 7:0] a_in   ,
  input  wire [ 7:0] w_in   ,
  input  wire [23:0] sum_in ,
  output reg  [23:0] sum_out,
  output wire [ 7:0] a_out  ,
  output wire [ 7:0] w_out
);
  reg [7:0] a_reg, w_reg;
  wire [23:0] sum    ;
  wire [15:0] product;
  assign product = a_reg * w_reg;
  assign sum     = sum_in + product;
  assign a_out   = a_reg;
  assign w_out   = w_reg;
  always @(posedge clk) begin
    a_reg   <= a_in;
    w_reg   <= w_in;
    sum_out <= sum;
  end
endmodule
module Quantization (
  input  wire [23:0] data_in ,
  output wire [ 7:0] data_out
);
  assign data_out = data_in < 255 ? data_in : 255;
endmodule
module top #(parameter N = 4) (
  input  wire           clk  ,
  input  wire           rst  ,
  input  wire           start,
  input  wire [8*N-1:0] a_in ,
  input  wire [8*N-1:0] w_in ,
  output wire [8*N-1:0] y_out,
  output wire           ready,
  output wire           done
);
  wire [7:0] a_in_vec [0:N-1];
  wire [7:0] w_in_vec [0:N-1];
  wire [7:0] y_out_vec[0:N-1];
  Array #(.N(N)) dut (
    .clk  (clk      ),
    .rst  (rst      ),
    .start(start    ),
    .a_in (a_in_vec ),
    .w_in (w_in_vec ),
    .y_out(y_out_vec),
    .ready(ready    ),
    .done (done     )
  );
  generate
    for (genvar i = 0; i < N; i = i+1) begin
      assign a_in_vec[i] = a_in[8*(i+1)-1:8*i];
      assign w_in_vec[i] = w_in[8*(i+1)-1:8*i];
      assign y_out[8*(i+1)-1:8*i] = y_out_vec[i];
    end
  endgenerate
endmodule
```
==> COMMIT_EDITMSG <==
Add synthesis and place-and-route results

* Result of the run: complete, no violations
- Post-layout minimum cycle time: 4684 ps
* Remaining number of nets flagged by the antenna check after routing: 0
- The type recorded for the worst min-delay path is reg2reg.
* Vertical die size: 368.5 um
- Number of cells produced by synthesis: 5,580
* Global-route wire length before repair: 174,300 um
* Routed vias: 34,350
- Area growth from synthesis to layout: 10.31%
- CTS Buffer Depth: 3
* Number of warnings in the stage logs: 25
* Final estimated routing congestion in global placement: 0.8507
* Hold path start: dut.state[3]$_DFF_PP0_
- Async set-reset flop share out of synthesis: 6.294%
- The synthesized netlist has a Yosys-reported chip area of 0.05372 sq mm.
- The synthesis report names the predominant flop master as sky130_fd_sc_hd__dfxtp_1.
- In the Yosys report the total cell count is 5,580.
- CTS H-tree depth: 3
* Post-Place Worst Slack: 1501 ps
* Final setup skew: 31.23 ps
- Yosys synthesis warning count: 0
- The number of hold buffers added after CTS was 0.
- The routed design uses 5805 um of met3 wire.
- Total antenna diodes in the routed design: 0
* Number of cells upsized or downsized after cts: 0
- The critical path is of the reg2reg type.
- Total wire length: 98,260 um
- Final number of hold-violating endpoints: 0
* Die Wd: 368.5 um
* Post-synthesis instance area: 0.05372 sq mm
- Detailed placement finished with a half-perimeter wire length of 79,800 um.
- STA classifies the critical path startpoint as a flip-flop.
- The final layout report lists a filler cell count of 12,590.
* Synthesized flop and latch total: 572
* Root buffer cell: sky130_fd_sc_hd__clkbuf_16
- Max-cap violations: 0
- Mean post-synth cell area: 9.628 sq um
* Fraction of the core area covered by cells at the end of the flow: 44.46%
- Per the log, the first TritonRoute iteration ended with a DRC count of 1,044.
* Fmax: 0.2135 GHz
- The final layout reports a setup TNS of 0 ps.
- The post-synth count of flops with an enable pin is 128.
- Clock-pin slew on the worst setup and hold paths: 50 ps
* Critical path data arrival time: 5200 ps
- In this run the worst setup path begins at dut.genblk1[0].genblk1[3].mac_i_j.w_out[2]$_DFFE_PP_.
- DIE AREA: 0.1358 sq mm
- Pin count of the biggest net entering global routing: 37
* DR top layer: met4
- Initial antenna violation count: 0
* IO Pins: 101
* FF+latch area: 0.01292 sq mm
- Clock tree synthesis inserted a total of 72 buffers.
- Latest clock arrival within the worst-skew pair: 670 ps
- Global routing consumed, over all layers together, 16.22% of the routing resources.
* Clock sinks: 572
- Yosys mapped the design onto 66 distinct sky130hd cell types.
- In the final layout, the share of cells above drive strength 1 is 2.434%.
- Average wire per cell in the routed design: 13.00 um
- Data required time of the worst path: 6720 ps
- Finish-stage setup viols: 0
* Vias per cell: 4.543
* Post-route worst hold slack: 453.2 ps
- Slew HR: 53.02%
- Setup repair after global routing missed its margin: false
* Crit path capture type: flip-flop
- The pin closest to its max-slew limit shows a slew of 698.3 ps.
* Met2 layer wire length in the routed design: 42,280 um
* Total congestion overflow: 0
- TritonCTS clock tree: yes
- Final critical-path share of the clock period: 75.54%
- The layout report lists the multi-input gate area as 0.03539 sq mm.
- In the floorplan report the effective utilization is 40.30%.
- Buffers inserted by post-CTS timing repair: 0
- In this run the core area contains 134 standard-cell rows.
* 1st-pass router iterations: 7
- Residual DRC: 0
- The number of global-route vias before repair came to 36,000.
- During placement, the flow inserted port buffers numbering 100.
- STA lists the maximum fanout along the critical path as 9.
- The core region is 0.1333 sq mm.
* Origin of the critical flop-to-flop path: dut.genblk1[0].genblk1[3].mac_i_j.w_out[2]$_DFFE_PP_
* Met1 WL: 48,520 um
- Synth Seq Share: 24.04%
* Post-route setup slack: 1516 ps
* Final slew viol count: 0
cells by family after synthesis:
logic type                 count (synthesis)  synth area share (%)
adders and majority gates               1361                 42.15
buffers and inverters                   1444                 10.09
xor gates and xnor gates                 200                 3.261
muxes                                      3               0.05590
AOI/OAI and AO/OA                        494                 5.923
and+or+nand+nor                         1506                 14.48
DFF                                      572                 24.04
flip-flops by register name, indices dropped and copies added, names as in the netlist:
register	count
dut.genblk1.genblk1.mac_i_j.sum_out	280
dut.genblk1.genblk1.mac_i_j.a_out	128
dut.genblk1.genblk1.mac_i_j.w_out	128
dut.counter	32
dut.state	4
routing by layer:
layer / global-route usage (%) / vias up
met4: 2.298 / 0
met3: 4.290 / 105
met1: 25.49 / 16250
met5: 0 / -
met2: 24.19 / 570
li1: - / 17430
placed cells by master (no fill, tap or decap), types with 36 or more instances in the layout:
cell	instances
sky130_fd_sc_hd__nand3_1	36
sky130_fd_sc_hd__and2_1	620
sky130_fd_sc_hd__clkdlybuf4s50_1	100
sky130_fd_sc_hd__fa_1	748
sky130_fd_sc_hd__nand2_1	522
sky130_fd_sc_hd__inv_1	1415
sky130_fd_sc_hd__nor2_1	119
sky130_fd_sc_hd__ha_1	613
sky130_fd_sc_hd__a21o_1	68
sky130_fd_sc_hd__a21oi_1	130
sky130_fd_sc_hd__xnor2_1	153
sky130_fd_sc_hd__dfxtp_1	408
sky130_fd_sc_hd__edfxtp_1	128
sky130_fd_sc_hd__o21ai_0	85
sky130_fd_sc_hd__clkbuf_16	76
sky130_fd_sc_hd__nor3_1	39
sky130_fd_sc_hd__xor2_1	47
worst paths after layout:
check	endpoint	slack, ps	depth (start not counted)
worst max-delay path	dut.genblk1[0].genblk1[3].mac_i_j.sum_out[15]$_DFF_P_	1520	15
worst min-delay path	dut.state[0]$_DFF_PP1_	450	1
worst max register to register	dut.genblk1[0].genblk1[3].mac_i_j.sum_out[15]$_DFF_P_	1520	15
worst min register to register	dut.state[0]$_DFF_PP1_	450	1
max in group asynchronous	dut.state[2]$_DFF_PP0_	4830	3
min in group asynchronous	dut.counter[27]$_DFF_PP0_	1010	3
cells in the mapped netlist (all sizes together) (4+ instances only):
master / number / area share, %
nor3: 40 / 0.38
nand2b: 33 / 0.38
o31ai: 5 / 0.070
or2: 4 / 0.047
or3: 8 / 0.093
dfrtp: 35 / 1.6
nand3: 36 / 0.34
o31a: 4 / 0.065
nand3b: 6 / 0.084
a211oi: 33 / 0.46
dfxtp: 408 / 15
nor2b: 33 / 0.40
and2: 620 / 7.2
edfxtp: 128 / 7.2
ha: 613 / 14
nor4: 32 / 0.37
a211o: 6 / 0.098
xnor2: 153 / 2.5
a31oi: 16 / 0.19
a21o: 68 / 0.95
a41oi: 10 / 0.16
inv: 1415 / 9.9
a221oi: 7 / 0.11
a21oi: 130 / 1.2
nand4: 19 / 0.22
nor4b: 4 / 0.065
nand2: 522 / 3.6
a311oi: 5 / 0.082
nor2: 119 / 0.83
fa: 748 / 28
clkbuf: 29 / 0.20
xor2: 47 / 0.77
o21a: 31 / 0.43
o211ai: 13 / 0.18
o21bai: 23 / 0.32
and3: 18 / 0.21
a31o: 6 / 0.098
o21ai: 111 / 1.0
worst max-delay path: stages (launching register included):
cell and delay (ps):
sky130_fd_sc_hd__edfxtp_1 540, sky130_fd_sc_hd__and2_1 250, sky130_fd_sc_hd__fa_1 530, sky130_fd_sc_hd__inv_1 60, sky130_fd_sc_hd__fa_1 530, sky130_fd_sc_hd__inv_1 50, sky130_fd_sc_hd__fa_1 470, sky130_fd_sc_hd__inv_1 40
sky130_fd_sc_hd__fa_1 470, sky130_fd_sc_hd__inv_1 40, sky130_fd_sc_hd__ha_1 310, sky130_fd_sc_hd__o21ai_0 230, sky130_fd_sc_hd__a21oi_1 100, sky130_fd_sc_hd__o41ai_2 440, sky130_fd_sc_hd__mux2i_1 130, sky130_fd_sc_hd__a2111oi_0 370
through the flow:
step | instances | area (sq um)
4_1_cts | 7560 | 59260
6_report | 7560 | 59260
2_1_floorplan | 5580 | 53720
3_5_place_dp | 7427 | 56890
3_3_place_gp | 7427 | 56890
5_1_grt | 7560 | 59260
final cells by class:
type	count	area share [%]
multi-input cells	3564	59.72
flip-flops and latches	572	21.80
inverters	1415	8.963
well taps	1768	3.733
clock buffers	98	3.484
repair buffers	108	1.790
clock inverters	35	0.5173
